`./config.mk`:
```
export PLATFORM = sky130hd
export DESIGN_NAME = re_update
export DESIGN_NICKNAME = re_update
export VERILOG_FILES = /design/flow/design.v
export SDC_FILE = /design/flow/constraint.sdc
export NUM_CORES = 4
export LEC_CHECK = 1
export CORE_AREA = 10 10 327 327
export DIE_AREA = 0 0 337 337
```
`./constraint.sdc`:
```
current_design re_update

set clk_period 38.7
set clk_io_pct 0.2

create_clock -name clk0 -period $clk_period

set non_clock_inputs [all_inputs -no_clocks]
set_input_delay [expr $clk_period * $clk_io_pct] -clock clk0 $non_clock_inputs
set_output_delay [expr $clk_period * $clk_io_pct] -clock clk0 [all_outputs]
```
`./design.v`:
```
`timescale 1ns / 1ps
module re_update #(parameter WIDTH=9, parameter MAX_LITERALS=256)(
	input [MAX_LITERALS-1:0] literal_bool,
	input [MAX_LITERALS-1:0] literal_assigned,
	input [2:0] clause_in,
	input [3*WIDTH-1:0] CNF_CLAUSE_in_packed,
	input  clause_active_in,
	input  clause_valid_in,
	output  [2:0] clause_out,
	output  [3*WIDTH-1:0] CNF_CLAUSE_out_packed,
	output   clause_active_out,
	output   clause_valid_out
);
wire [WIDTH-1:0] CNF_CLAUSE_in_unpacked [0:2];
genvar i;
generate
    for (i = 0; i < 3; i = i + 1) begin 
        assign CNF_CLAUSE_in_unpacked[i] = CNF_CLAUSE_in_packed[(i+1)*WIDTH-1 -: WIDTH];
    end
endgenerate
wire [WIDTH-1:0] CNF_CLAUSE_out_unpacked [0:2];
assign CNF_CLAUSE_out_packed = {CNF_CLAUSE_in_unpacked[2],CNF_CLAUSE_in_unpacked[1],CNF_CLAUSE_in_unpacked[0]};
wire [WIDTH-1:0] pos_clause [0:2];
assign pos_clause[0] = CNF_CLAUSE_in_unpacked[0][WIDTH-1] ? -CNF_CLAUSE_in_unpacked[0] : CNF_CLAUSE_in_unpacked[0];
assign pos_clause[1] = CNF_CLAUSE_in_unpacked[1][WIDTH-1] ? -CNF_CLAUSE_in_unpacked[1] : CNF_CLAUSE_in_unpacked[1];
assign pos_clause[2] = CNF_CLAUSE_in_unpacked[2][WIDTH-1] ? -CNF_CLAUSE_in_unpacked[2] : CNF_CLAUSE_in_unpacked[2];
wire  [2:0] clause_out_temp;
assign clause_out_temp[0] = clause_in[0] | (~literal_assigned[pos_clause[0]]);
assign clause_out_temp[1] = clause_in[1] | (~literal_assigned[pos_clause[1]]);
assign clause_out_temp[2] = clause_in[2] | (~literal_assigned[pos_clause[2]]);
assign clause_valid_out = clause_valid_in;
wire clause_active_out_temp ;
assign clause_active_out_temp = clause_active_in | (|clause_out_temp);
wire [1:0] AND3_gates_0;
wire [1:0] AND3_gates_1;
wire [1:0] AND3_gates_2;
assign AND3_gates_0[1] = (  literal_assigned[pos_clause[0]] & (~CNF_CLAUSE_in_unpacked[0][WIDTH-1]) & (literal_bool[pos_clause[0]])  );
assign AND3_gates_0[0] = (  literal_assigned[pos_clause[0]] & (CNF_CLAUSE_in_unpacked[0][WIDTH-1]) & (~literal_bool[pos_clause[0]])  );
assign AND3_gates_1[1] = (  literal_assigned[pos_clause[1]] & (~CNF_CLAUSE_in_unpacked[1][WIDTH-1]) & (literal_bool[pos_clause[1]])  );
assign AND3_gates_1[0] = (  literal_assigned[pos_clause[1]] & (CNF_CLAUSE_in_unpacked[1][WIDTH-1]) & (~literal_bool[pos_clause[1]])  );
assign AND3_gates_2[1] = (  literal_assigned[pos_clause[2]] & (~CNF_CLAUSE_in_unpacked[2][WIDTH-1]) & (literal_bool[pos_clause[2]])  );
assign AND3_gates_2[0] = (  literal_assigned[pos_clause[2]] & (CNF_CLAUSE_in_unpacked[2][WIDTH-1]) & (~literal_bool[pos_clause[2]])  );
wire OR_0,OR_1,OR_2;
assign OR_0 = AND3_gates_0[1] | AND3_gates_0[0] ;
assign OR_1 = AND3_gates_1[1] | AND3_gates_1[0] ;
assign OR_2 = AND3_gates_2[1] | AND3_gates_2[0] ;
wire final_OR;
assign final_OR = OR_0 | OR_1 | OR_2 ; 
assign clause_out[0] = clause_out_temp[0] & (~final_OR);
assign clause_out[1] = clause_out_temp[1] & (~final_OR);
assign clause_out[2] = clause_out_temp[2] & (~final_OR);
assign clause_active_out = clause_active_out_temp & (~final_OR);
endmodule
```
`./run.sh`:
```
#!/bin/bash
# OpenROAD 26Q1-2900-gdf79404cd8, Yosys 0.63+post, stock flow scripts
make -C /OpenROAD-flow-scripts/flow DESIGN_CONFIG=/design/flow/config.mk WORK_HOME=/design/flow/orfs finish
```
==> qor.yml <==
outcome: "complete, no violations"
final_common_cell: "clkdlybuf4s50_1"
cp.required_ps: 30960
grt_overflow: 0
fp.dieH_um: 337
initCoreUtil: 0.146
cap_violations: 0
period_minus_slack_ps: 21830
start_kind: "input port"
clock_buffers: 0
wl_um: 121000
gp_congestion: 0.988
track_usage: 0.211
synth_cell_types: 85
die_area_um2: 114000
hold_path.class: "input port to output pin"
synth_stat.cells: 1394
vias: 17177
relSlewSlack: 0.410
stdcell_count: 3195
criticalPathCategory: "input port to output pin"
drc: 0
warnings: 35
worst_ep_arrival_time_ps: 14090
hold_buffers: 0
setup_viol: 0
critPathMaxStageDelay_ps: 680
dr.pass1.iters: 6
rows: 116
nFlopsAndLatches: 0
avgSynthCellArea_um2: 10.5
logic_area_um2: 13600
grt_setup_unrepaired: "false"
hold_viol: 0
post_cts_resize_count: 0
path_cells: "clkdlybuf4s50_1 -> buf_4 -> inv_1 -> ha_1 -> mux2_8 -> buf_4 -> buf_4 -> mux4_2 -> mux4_2 -> a211oi_1 -> o311a_1 -> a21oi_1 -> a21boi_4 -> nor4_1 -> clkdlybuf4s50_1"
drv_slew: 0
die_width_um: 337
ioPinCount: 576
period_used_share: 0.564
crit_fanout: 41
grt_first_pass_wirelength_um: 159000
ir_drop_mv: 0.00912
postCtsSetupBuffers: 0
grt_start_max_net_pins: 102
routed_via_density: 5.38
antenna_found_initial: 54
max_freq_ghz: 0.0458
hpwl_um: 102000
synth_cells: 1394
syn_to_final_growth_pct: 49.2
synth_area_um2: 14600
drt-wirelength-per-cell_um: 37.9
regArea_um2: 0
postSynthSeqShare: 0
final_cell_mix: "clkdlybuf4s50_1 (571), mux4_2 (323), nand2_1 (153)"
io_buffers: 574
final_antenna_net_count: 0
grt_pass1_vias: 17801
power_density_nw_per_um2: 18.9
drive_gt1_frac: 0.252
crit_slowest_cell: "buf_4"
p_leak_nw: 7.18
final.setup.tns_ps: 0
ys_chip_area_um2: 14600
dp_cells: 3176
tightestPinTransition_ps: 881
synth_warnings: 1
crit_path_end_kind: "output pin"
drt_iter0_drc: 1459
path_common_cell: "buf_4"
core_region_area_um2: 99900
fill_cells: 10800
-- through the flow --
stage | power, W | hold slack, ps | instance area [um2] | setup slack, ps | util
global route | 0.000432 | 15480 | 21800 | 16330 | 0.218
detailed placement | 0.000408 | 15480 | 21700 | 16590 | 0.218
CTS | 0.000410 | 15480 | 21700 | 16580 | 0.218
floorplan | 0.000221 | 15550 | 14600 | 19450 | -
global placement | 0.000408 | 15480 | 21700 | 16610 | 0.218
finish | 0.000413 | 15480 | 21800 | 16870 | 0.218
-- worst max-delay path: cells and delay by family --
| family | cells | cell delay, ps |
|---|---|---|
| multiplexers | 3 | 1570 |
| AND-OR/OR-AND | 4 | 990 |
| buffers and inverters | 6 | 2610 |
| adder cells (fa/ha/maj) | 1 | 430 |
| AND/OR/NAND/NOR | 1 | 640 |
-- logic make-up after synthesis --
logic type / count (synthesis) / synth area share
simple gates: 386 / 0.126
buf+inv: 207 / 0.0812
xor+xnor: 33 / 0.0208
fa+ha+maj: 3 / 0.00257
mux: 459 / 0.612
compound gates: 306 / 0.157
-- routing by layer --
layer / GRT usage / vias up / routed length, um
met5: 0.00824 / - / 560
met4: 0.0388 / 76 / 2870
li1: - / 6954 / -
met2: 0.336 / 1330 / 56100
met1: 0.246 / 8590 / 44300
met3: 0.123 / 227 / 17100
-- worst paths after layout --
check / from / end / slack [ps] / cells after the start
min: clause_valid_in / clause_valid_out / 15480 / 0
max: CNF_CLAUSE_in_packed[19] / clause_out[0] / 16870 / 15
-- cell usage after synthesis (9+ instances only) --
cell type / n / share of area
mux4_2: 323 / 0.50
nand2_1: 153 / 0.039
mux2i_1: 97 / 0.066
buf_2: 68 / 0.023
nand3_1: 63 / 0.022
nor2_1: 56 / 0.014
a22oi_1: 55 / 0.028
buf_4: 44 / 0.023
clkbuf_1: 42 / 0.011
a21oi_1: 36 / 0.012
a211oi_1: 26 / 0.013
inv_1: 26 / 0.0067
a2111oi_0: 23 / 0.014
o21ai_0: 22 / 0.0075
mux2_2: 21 / 0.016
a31oi_1: 17 / 0.0073
nand4_1: 17 / 0.0073
xnor2_1: 17 / 0.010
buf_6: 16 / 0.012
nand2b_1: 16 / 0.0069
nor3_1: 16 / 0.0055
mux4_1: 14 / 0.025
o22ai_1: 14 / 0.0060
xor2_1: 14 / 0.0084
a311oi_1: 12 / 0.0072
nor2b_1: 12 / 0.0051
and3_1: 11 / 0.0047
o211ai_1: 11 / 0.0057
o31ai_1: 9 / 0.0046
-- cell type report --
cell class | count | area share
repair buffers | 665 | 0.296
well taps | 1298 | 0.0745
diodes | 19 | 0.00218
inverters | 26 | 0.00448
multi-input cells | 1187 | 0.623
-- power by group --
part,total (W),internal [W],leakage [nW],switching [W]
sequential,0,0,0,0
combinational,0.000413,0.000197,7.18,0.000216
clock,0.0000000000694,0.0000000000693,0.000121,0
total,0.000413,0.000197,7.18,0.000216
Power is estimated from default activity; no workload was simulated.
