[flow/run.sh]
#!/bin/bash
# OpenROAD 26Q1-2900-gdf79404cd8, Yosys 0.63+post, stock flow scripts
make -C /OpenROAD-flow-scripts/flow DESIGN_CONFIG=/design/flow/config.mk WORK_HOME=/design/flow/orfs finish
[flow/config.mk]
export PLATFORM = sky130hd
export DESIGN_NAME = pure_literals_for_mutltiple_clauses_in_one_cycle
export DESIGN_NICKNAME = pure_literals_for_mutltiple_clauses_in_one_cycle
export VERILOG_FILES = /design/flow/design.v
export SDC_FILE = /design/flow/constraint.sdc
export NUM_CORES = 4
export LEC_CHECK = 1
export CORE_AREA = 10 10 197 197
export DIE_AREA = 0 0 207 207
[flow/constraint.sdc]
current_design pure_literals_for_mutltiple_clauses_in_one_cycle

set clk_period 1.0
set clk_io_pct 0.2

create_clock -name clk0 -period $clk_period [get_ports {clk}]

set non_clock_inputs [all_inputs -no_clocks]
set_input_delay [expr $clk_period * $clk_io_pct] -clock clk0 $non_clock_inputs
set_output_delay [expr $clk_period * $clk_io_pct] -clock clk0 [all_outputs]
[flow/design.v]
`timescale 1ns / 1ps
module pure_literals_for_mutltiple_clauses_in_one_cycle #(parameter WIDTH=9,parameter OUT_SIZE=256) (
	input reset,
	input clk,
	input [WIDTH*3-1:0] clause_in1,
	input [2:0] clause_in_reduced_form1,
	input [WIDTH*3-1:0] clause_in2,
	input [2:0] clause_in_reduced_form2,
	input [WIDTH*3-1:0] clause_in3,
	input [2:0] clause_in_reduced_form3,
	input [WIDTH*3-1:0] clause_in4,
	input [2:0] clause_in_reduced_form4,
	output [WIDTH*3-1:0] clause_out1,
	output [2:0] clause_out_reduced_form1,
	output [WIDTH*3-1:0] clause_out2,
	output [2:0] clause_out_reduced_form2,
	output [WIDTH*3-1:0] clause_out3,
	output [2:0] clause_out_reduced_form3,
	output [WIDTH*3-1:0] clause_out4,
	output [2:0] clause_out_reduced_form4,
	output reg [OUT_SIZE-1:0] pure_literals
);
wire [OUT_SIZE-1:0] OR_inst_1_pos_seen, OR_inst_2_pos_seen, OR_inst_3_pos_seen, OR_inst_4_pos_seen;
wire [OUT_SIZE-1:0] OR_inst_1_neg_seen, OR_inst_2_neg_seen, OR_inst_3_neg_seen, OR_inst_4_neg_seen;
pure_literals_for_one_clause_in_one_cycle #(.WIDTH(WIDTH),.OUT_SIZE(OUT_SIZE)) level2_inst1(
	.clk(clk),
	.reset(reset),
	.CLAUSE_in(clause_in1),
	.clause_in_reduced_form(clause_in_reduced_form1),
	.CLAUSE_out(clause_out1),
	.clause_out_reduced_form(clause_out_reduced_form1),
	.OR_STAGE_1_pos(OR_inst_1_pos_seen),
	.OR_STAGE_1_neg(OR_inst_1_neg_seen)
);
pure_literals_for_one_clause_in_one_cycle #(.WIDTH(WIDTH),.OUT_SIZE(OUT_SIZE)) level2_inst2(
	.clk(clk),
	.reset(reset),
	.CLAUSE_in(clause_in2),
	.clause_in_reduced_form(clause_in_reduced_form2),
	.CLAUSE_out(clause_out2),
	.clause_out_reduced_form(clause_out_reduced_form2),
	.OR_STAGE_1_pos(OR_inst_2_pos_seen),
	.OR_STAGE_1_neg(OR_inst_2_neg_seen)
);
pure_literals_for_one_clause_in_one_cycle #(.WIDTH(WIDTH),.OUT_SIZE(OUT_SIZE)) level2_inst3(
	.clk(clk),
	.reset(reset),
	.CLAUSE_in(clause_in3),
	.clause_in_reduced_form(clause_in_reduced_form3),
	.CLAUSE_out(clause_out3),
	.clause_out_reduced_form(clause_out_reduced_form3),
	.OR_STAGE_1_pos(OR_inst_3_pos_seen),
	.OR_STAGE_1_neg(OR_inst_3_neg_seen)
);
pure_literals_for_one_clause_in_one_cycle #(.WIDTH(WIDTH),.OUT_SIZE(OUT_SIZE)) level2_inst4(
	.clk(clk),
	.reset(reset),
	.CLAUSE_in(clause_in4),
	.clause_in_reduced_form(clause_in_reduced_form4),
	.CLAUSE_out(clause_out4),
	.clause_out_reduced_form(clause_out_reduced_form4),
	.OR_STAGE_1_pos(OR_inst_4_pos_seen),
	.OR_STAGE_1_neg(OR_inst_4_neg_seen)
);
wire [OUT_SIZE-1:0] OR_stage_2_pos_seen;
wire [OUT_SIZE-1:0] OR_stage_2_neg_seen;
genvar k;
generate 
	for( k=0 ; k<OUT_SIZE ; k=k+1 )
	  begin
		assign OR_stage_2_pos_seen[k] = (OR_inst_1_pos_seen[k] | OR_inst_2_pos_seen[k] | OR_inst_3_pos_seen[k] | OR_inst_4_pos_seen[k]);
		assign OR_stage_2_neg_seen[k] = (OR_inst_1_neg_seen[k] | OR_inst_2_neg_seen[k] | OR_inst_3_neg_seen[k] | OR_inst_4_neg_seen[k]);
	  end
endgenerate
integer b;
always@(posedge clk)
  begin
	for( b=0 ; b<OUT_SIZE ; b=b+1 )
	  begin
		pure_literals[b] <=  OR_stage_2_pos_seen[b] ^ OR_stage_2_neg_seen[b] ;
	  end
  end
endmodule
module pure_literals_for_one_clause_in_one_cycle #(parameter WIDTH=9,parameter OUT_SIZE=256) (
	input reset,
	input [3*WIDTH-1:0] CLAUSE_in,
	input [2:0] clause_in_reduced_form,
	input clk,
	output [3*WIDTH-1:0] CLAUSE_out,
	output [2:0] clause_out_reduced_form,
	output [OUT_SIZE-1:0] OR_STAGE_1_pos,
	output [OUT_SIZE-1:0] OR_STAGE_1_neg
);
wire [WIDTH-1:0] CLAUSE_in_unpacked [0:2];
genvar j;
generate
    for (j = 0; j < 3; j = j + 1) begin
        assign CLAUSE_in_unpacked[j] = CLAUSE_in[j*WIDTH +: WIDTH];
    end
endgenerate
wire [OUT_SIZE-1:0]inst1_pos_seen;
wire [OUT_SIZE-1:0]inst2_pos_seen;
wire [OUT_SIZE-1:0]inst3_pos_seen;
wire [OUT_SIZE-1:0]inst1_neg_seen;
wire [OUT_SIZE-1:0]inst2_neg_seen;
wire [OUT_SIZE-1:0]inst3_neg_seen;
genvar i;
generate
	for( i=0 ; i<OUT_SIZE ; i=i+1 )
	  begin
		assign OR_STAGE_1_pos[i] = inst1_pos_seen[i] | inst2_pos_seen[i] | inst3_pos_seen[i] ;
		assign OR_STAGE_1_neg[i] = inst1_neg_seen[i] | inst2_neg_seen[i] | inst3_neg_seen[i] ;
	  end
endgenerate
wire [WIDTH-1:0] literal_out1,literal_out2,literal_out3;
pure_literals_for_one_lit_in_one_cycle #(.WIDTH(WIDTH),.OUT_SIZE(OUT_SIZE)) inst1 (
	.reset(reset),
	.literal_in(CLAUSE_in_unpacked[0]),
	.literal_in_reduced_form(clause_in_reduced_form[0]),
	.clk(clk),
	.literal_out(literal_out1),
	.literal_out_reduced_form(clause_out_reduced_form[0]),
	.ff_store_pos(inst1_pos_seen),
	.ff_store_neg(inst1_neg_seen)
);
pure_literals_for_one_lit_in_one_cycle #(.WIDTH(WIDTH),.OUT_SIZE(OUT_SIZE)) inst2 (
	.reset(reset),
	.literal_in(CLAUSE_in_unpacked[1]),
	.literal_in_reduced_form(clause_in_reduced_form[1]),
	.clk(clk),
	.literal_out(literal_out2),
	.literal_out_reduced_form(clause_out_reduced_form[1]),
	.ff_store_pos(inst2_pos_seen),
	.ff_store_neg(inst2_neg_seen)
);
pure_literals_for_one_lit_in_one_cycle #(.WIDTH(WIDTH),.OUT_SIZE(OUT_SIZE)) inst3 (
	.reset(reset),
	.literal_in(CLAUSE_in_unpacked[2]),
	.literal_in_reduced_form(clause_in_reduced_form[2]),
	.clk(clk),
	.literal_out(literal_out3),
	.literal_out_reduced_form(clause_out_reduced_form[2]),
	.ff_store_pos(inst3_pos_seen),
	.ff_store_neg(inst3_neg_seen)
);
assign CLAUSE_out = {literal_out3,literal_out2,literal_out1};
endmodule
module pure_literals_for_one_lit_in_one_cycle #(parameter WIDTH=9,parameter OUT_SIZE=256) (
	input reset,
	input [WIDTH-1:0] literal_in,
	input literal_in_reduced_form,
	input clk,
	output reg [WIDTH-1:0] literal_out,
	output reg literal_out_reduced_form,
	output reg [OUT_SIZE-1:0] ff_store_pos,
	output reg [OUT_SIZE-1:0] ff_store_neg
);
wire [OUT_SIZE-1:0] demux_out ;
wire [WIDTH:0] pos_literal;
assign pos_literal = literal_in[WIDTH] ? -literal_in : literal_in;
    genvar j;
    generate
        for (j = 0; j < OUT_SIZE; j = j + 1) begin : gen_demux
            assign demux_out[j] = (pos_literal[WIDTH-1:0] == j) ? literal_in_reduced_form : 0 ;
        end
    endgenerate
wire sel;
assign sel = literal_in[WIDTH];  
wire [1:0] demux1to2;
    assign demux1to2[0] = (sel == 1'b0) ? 1'b1 : 1'b0;
    assign demux1to2[1] = (sel == 1'b1) ? 1'b1 : 1'b0;
integer i;
always@(posedge clk)
  begin
	if(reset)
	  begin
		for(i=0; i<OUT_SIZE; i=i+1)
		  begin
			ff_store_pos[i]    <= 0;
			ff_store_neg[i]    <= 0;			
		  end
	  end
	else
	  begin
		for(i=0; i<OUT_SIZE; i=i+1)
		  begin
			ff_store_pos[i]    <= literal_in_reduced_form ? (demux1to2[0] ? demux1to2[0] : ff_store_pos[i]) : ff_store_pos[i];
			ff_store_neg[i]    <= literal_in_reduced_form ? (demux1to2[1] ? demux1to2[1] : ff_store_neg[i]) : ff_store_neg[i];
		  end
	  end
  end
always@(posedge clk)
  begin
	literal_out <= literal_in;
	literal_out_reduced_form <= literal_in_reduced_form;
  end
endmodule
==> changes_impl.md <==
## Implementation

- Outcome: finished, violations left
- Failing checks: negative setup slack
- Top cells by area: dfxtp_1 (54%), buf_4 (46%), conb_1 (0.085%)
- Tmin final: 1.046 ns
- Layout cells sized above 1: 28.55%
- RSZ-0062 raised after global routing: yes
- Levels on crit path: 1
- Cycle use final: 104.6%
- Total gr overflow: 0
- Synth cell types: 3
- CP max-delay cell: dfxtp_2
- VDD IR max: 1834 µV
- CTS root buffer: clkbuf_16
- Area leader share: 54.38%
- Cell count after synthesis: 389
- Area Growth Syn to Fin: 47.38%
- Synthesized area: 4418 µm²
- WP buf/inv: 1
- Ys cells: 389
- # hold bufs at CTS: 0
- Syn_area_per_cell: 11.36 µm²
- Final setup viols: 120
- Util after Layout: 18.85%
- Die ar.: 42850 µm²
- Critical Path End Type: output port
- Crit path kind: register to output port
- DRT antenna net count: 0
- OpenROAD warnings: 28
- Synth async-reset ratio: 0%
- CP cell instances: buf_6
- Setup TNS: -2.494 ns
- WL/cell: 14.03 µm
- Hold path depth: 1
- Worst EP required: 0.80 ns
- Pre-Repair DR Iteration Count: 4
- Sequential cell area: 2445 µm²
- Final hold violation count: 0
- Clk slew on worst S/H paths: 0.06 ns
- Count of library flops with an enable pin: 0
- IO Count: 498
- Setup ws final: -0.04602 ns
- First-pass GRT wire length: 21420 µm
- Synth Register Bits: 120
- Fmax: 0.9560 GHz
- Placeable Area: 34540 µm²
- Area leader, netlist: dfxtp_1
- Top delay family on crit path: flip-flops
- Longest Clk Path Bufs: 2
- H-tree levels: 4
- Clock sinks: 120
- CTS Buf Count: 17
- Top FF cell, synth: dfxtp_1
- Largest net degree at the start of global routing: 17
- All-Layer GR Usage: 6.723%
- Worst Hold Class: input pin to register
- Fill cells: 3820
- DP Wirelength: 13240 µm
- Die height: 207 µm
- CP max FO: 1
- Most frequent cell after synthesis: buf_4
- Avg Vias per Cell: 2.291
- Sequential area share after synthesis: 54.38%
- Site row count: 68
- DR DRC count: 0
- Initial antenna violation count: 4
- CP max stage delay: 0.32 ns
- Post-synth area from yosys stat: 4418 µm²
- Commonest cells in the netlist: buf_4 (268), dfxtp_1 (120), conb_1 (1)
- Max Cap Viol: 0
- Final slew viol count: 0
- Gpl congestion: 0.7827
- CTS tree: yes
- Routed WL: 15490 µm
- Power Density: 1995 nW/µm²
- Critical Path AT: 0.85 ns
- Startpoint Class: register
- Initial Util: 12.79%
- Starting DRC count in detailed routing: 57
- Leakage power: 3.126 nW
- PortBufs: 240
- Warnings from Yosys: 5
- Via Count: 2529
- Logic area: 960.9 µm²
- Vias in the first global route: 3092
- Die width: 207 µm
## routing by layer
layer,up-vias,track usage [%],share of wire [%]
met5,-,0,0
met4,0,0.9032,1.4
met3,9,3.656,10
met2,257,11.79,51
met1,1112,7.090,37
li1,1151,-,-
## state kept, by name (all words and copies together) (netlist names)
name / count
level2_inst4.inst1.literal_out: 9
level2_inst3.inst2.literal_out: 9
level2_inst1.inst1.literal_out_reduced_form: 1
level2_inst2.inst3.literal_out_reduced_form: 1
level2_inst3.inst3.literal_out: 9
level2_inst3.inst1.literal_out: 9
level2_inst4.inst3.literal_out_reduced_form: 1
level2_inst3.inst1.literal_out_reduced_form: 1
level2_inst4.inst2.literal_out: 9
level2_inst1.inst3.literal_out_reduced_form: 1
level2_inst2.inst1.literal_out: 9
level2_inst2.inst2.literal_out_reduced_form: 1
level2_inst4.inst2.literal_out_reduced_form: 1
level2_inst1.inst3.literal_out: 9
level2_inst3.inst3.literal_out_reduced_form: 1
level2_inst4.inst1.literal_out_reduced_form: 1
level2_inst2.inst1.literal_out_reduced_form: 1
level2_inst1.inst2.literal_out_reduced_form: 1
level2_inst1.inst2.literal_out: 9
level2_inst3.inst2.literal_out_reduced_form: 1
level2_inst2.inst2.literal_out: 9
level2_inst1.inst1.literal_out: 9
level2_inst4.inst3.literal_out: 9
level2_inst2.inst3.literal_out: 9
## metrics by stage
| stage | setup WS [ns] | cells | total power, mW | hold WS (ns) | cell area (µm²) |
|---|---|---|---|---|---|
| after floorplan | 0.4202 | 644 | 5.880 | 0.2277 | 5375 |
| after global placement | -0.02365 | 1071 | 6.287 | 0.6488 | 6335 |
| after detailed placement | -0.03222 | 1071 | 6.276 | 0.6517 | 6335 |
| after CTS | -0.1048 | 1103 | 13.33 | 0.1693 | 6465 |
| after global routing | -0.09986 | 1103 | 13.59 | 0.1826 | 6509 |
| final | -0.04602 | 1104 | 12.99 | 0.2140 | 6511 |
## what timing repair did
item	4_1_cts	5_1_grt
gates resized	422	15
setup endpoints to repair	120	120
hold endpoints to repair	0	0
buffers inserted	0	0
## final timing paths
| path | start | end | slack [ns] |
|---|---|---|---|
| setup / recovery | level2_inst4.inst1.literal_out[2]$_DFF_P_ | clause_out4[2] | -0.05 |
| hold / removal | clause_in4[0] | level2_inst4.inst1.literal_out[0]$_DFF_P_ | 0.21 |
## layout make-up
cell class	instances	area share [%]
clock buffer	19	6.802
sequential	120	37.55
clock inverter	13	3.670
timing repair buffer	240	28.44
multi-input combinational	256	14.76
antenna	1	0.03843
tap	455	8.743
## placed cells by master (no fill, tap or decap)
| master | synthesis | final |
|---|---|---|
| clkbuf_1 | 0 | 1 |
| buf_6 | 0 | 8 |
| diode_2 | 0 | 1 |
| clkbuf_16 | 0 | 17 |
| inv_6 | 0 | 3 |
| bufinv_16 | 0 | 6 |
| clkbuf_8 | 0 | 1 |
| clkinvlp_4 | 0 | 2 |
| clkinv_4 | 0 | 2 |
| buf_2 | 0 | 112 |
| dfxtp_1 | 120 | 86 |
| clkdlybuf4s50_1 | 0 | 120 |
| conb_1 | 1 | 256 |
| dfxtp_2 | 0 | 34 |
## kinds of logic after synthesis
| logic type | Yosys count | synth area share (%) |
|---|---|---|
| buf+inv | 268 | 45.54 |
| flops | 120 | 54.38 |
| other cells | 1 | 0.08488 |
## report_power, final
group          switching [mW]  internal (mW)  leakage [nW]  total [mW]
clock network            2.31           4.77         0.325        7.08
registers              0.0623           5.05          1.01        5.12
logic                   0.214          0.580          1.79       0.794
No activity file was given, so power comes from the tool's default toggle rates.
